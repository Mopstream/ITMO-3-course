## design/flow/config.mk

```make
export PLATFORM = sky130hd
export DESIGN_NAME = func
export DESIGN_NICKNAME = func
export VERILOG_FILES = /design/flow/design.v
export SDC_FILE = /design/flow/constraint.sdc
export NUM_CORES = 4
export LEC_CHECK = 1
export CORE_UTILIZATION = 40
```

## design/flow/constraint.sdc

```tcl
current_design func

set clk_period 5.9
set clk_io_pct 0.2

create_clock -name clk0 -period $clk_period [get_ports {clk}]

set non_clock_inputs [all_inputs -no_clocks]
set_input_delay [expr $clk_period * $clk_io_pct] -clock clk0 $non_clock_inputs
set_output_delay [expr $clk_period * $clk_io_pct] -clock clk0 [all_outputs]
```

## design/flow/design.v

```verilog
`timescale 1ns / 1ps
`timescale 1ns / 1ps
module adder(
    input wire [15:0] a,
    input wire [15:0] b,
    output wire [15:0] res
);
assign res = a + b;
endmodule
`timescale 1ns / 1ps
`timescale 1ns / 1ps
module multer(
    input clk,
    input rst,
    input [7:0] a,
    input [7:0] b,
    input start,
    output busy,
    output reg [15:0] y
);
localparam IDLE = 1'b0;
localparam WORK = 1'b1;
reg [3:0] ctr;
wire [3:0] end_step;
wire [7:0] part_sum;
wire [15:0] shifted_part_sum;
reg [7:0] _a, _b;
reg [15:0] part_res;
reg state;
assign part_sum = a & {8{b[ctr]}};
assign shifted_part_sum = part_sum << ctr;
assign end_step = (ctr == 4'h8);
assign busy = state;
always @(posedge clk)
    if (rst) begin
        ctr <= 0;
        part_res <= 0;
        y <= 0;
        state <= IDLE;
    end else begin
        case (state)
            IDLE :
                if (start) begin
                    state <= WORK;
                    _a <= a;
                    _b <= b;
                    ctr <= 0;
                    part_res <= 0;
                end
            WORK:
                begin
                    if (end_step) begin
                        y <= part_res;
                        state <= IDLE;
                    end
                    part_res <= part_res + shifted_part_sum;
                    ctr <= ctr + 1;
                end
        endcase
    end
endmodule
module cqrt(
    input clk,
    input rst,
    input [7:0] a,
    input start,
    output reg [3:0] res,
    output wire busy,
    input wire [8:0] sum_out,
    output reg [7:0] sum_a,
    output reg [7:0] sum_b
    );
    reg [7:0] mult_a, mult_b;
    wire [15:0] mult_y;
    reg mult_start;
    wire mult_busy;
    multer mult(
        .clk(clk),
        .rst(rst),
        .a(mult_a),
        .b(mult_b),
        .start(mult_start),
        .busy(mult_busy),
        .y(mult_y)
    );
    localparam  IDLE = 0,
                WORK = 1,
                MULT_PREP_1 = 2,
                MULT_PREP_2 = 3,
                MULT_PREP_3 = 4,
                MULT_START_1 = 5,
                MULT_START_2 = 6,
                WAIT_MUL = 7,
                CALC_B = 8,
                CHECK_X = 9,
                SUB_B = 10,
                INC_Y = 11,
                INC_Y_1 = 12;
    reg signed [7:0] s;
    wire end_step;
    reg [7:0] x;
    reg [31:0] b, y, tmp;
    reg [4:0] state;
    assign end_step = (s == 'hfd);
    assign busy = (state != IDLE);
    always@(posedge clk) begin
        if(rst) begin
            state <= IDLE;
        end
        else begin
            case (state)
                IDLE:
                    begin
                        if(start) begin
                            mult_start <= 0;
                            x <= a;
                            s <= 6;
                            y <= 0;
                            state <= WORK;
                        end
                    end
                WORK:
                    begin
                        if(end_step) begin
                            state <= IDLE;
                            res <= y;
                        end else begin
                            y <= y << 1;
                            state <= MULT_PREP_1;
                        end
                    end
                MULT_PREP_1:
                    begin
                        state <= MULT_PREP_2;
                        tmp <= y << 1;
                    end
                MULT_PREP_2:
                    begin
                        state <= MULT_PREP_3;
                        sum_a <= tmp;
                        sum_b <= y;
                    end
                MULT_PREP_3:
                    begin
                        state <= MULT_START_1;
                        tmp <= sum_out;
                        sum_a <= y;
                        sum_b <= 1;
                    end
                MULT_START_1:
                    begin
                        state <= MULT_START_2;
                        mult_a <= tmp;
                        mult_b <= sum_out;
                        mult_start <= 1;
                    end
                MULT_START_2:
                    begin
                        mult_start <= 0;
                        state <= WAIT_MUL;
                    end
                WAIT_MUL:
                    begin
                        if(~mult_busy) begin
                            state <= CALC_B;
                            sum_a <= mult_y;
                            sum_b <= 1;
                        end
                    end
                CALC_B:
                    begin
                        state <= CHECK_X;
                        b <= sum_out << s;
                        sum_a <= s;
                        sum_b <= -3;
                    end
                CHECK_X:
                    begin
                        if(x >= b) begin
                            state <= SUB_B;
                            sum_a <= ~b;
                            sum_b <= 1;
                        end else begin
                            state <= WORK;
                        end
                        s <= sum_out;
                    end
                SUB_B:
                    begin
                        state <= INC_Y;
                        sum_a <= x;
                        sum_b <= sum_out;
                    end
                INC_Y:
                    begin
                        state <= INC_Y_1;
                        x <= sum_out;
                        sum_a <= y;
                        sum_b <= 1;
                    end
                INC_Y_1:
                    begin
                        state <= WORK;
                        y <= sum_out;
                    end
            endcase
        end
    end
endmodule
module func(
    input clk,
    input rst,
    input [7:0] a,
    input [7:0] b,
    input start,
    output reg [15:0] out,
    output wire busy
    );
reg [15:0] sum_a, sum_b;
reg sum_flag = 1;
wire [15:0] sum_a_w, sum_b_w;
wire [15:0] sum_a_ww, sum_b_ww;
wire [15:0] sum_out_w;
assign sum_a_ww = ~sum_flag ? sum_a : sum_a_w;
assign sum_b_ww = ~sum_flag ? sum_b : sum_b_w;
adder sum(
    .a(sum_a_ww),
    .b(sum_b_ww),
    .res(sum_out_w)
);
reg [7:0] cqrt_a;
wire [3:0] cqrt_out;
wire cqrt_busy;
reg cqrt_start;
cqrt cqrt(
    .clk(clk),
    .rst(rst),
    .a(cqrt_a),
    .start(cqrt_start),
    .res(cqrt_out),
    .busy(cqrt_busy),
    .sum_out(sum_out_w),
    .sum_a(sum_a_w),
    .sum_b(sum_b_w)
);
reg [7:0] mul_a, mul_b;
wire [15:0] mul_out;
wire mul_busy;
reg mul_start;
multer mult(
    .clk(clk),
    .rst(rst),
    .a(mul_a),
    .b(mul_b),
    .start(mul_start),
    .busy(mul_busy),
    .y(mul_out)
);
localparam IDLE = 0,
           WORK = 1,
           WORK_1 = 2,
           WORK_2 = 3
           ;
reg [4:0] state;
assign busy = (state != IDLE);
always @(posedge clk)
    if (rst) begin
        out <= 0;
        state <= IDLE;
    end else begin
        case (state)
            IDLE :
                if (start) begin
                    mul_a <= a;
                    mul_b <= 3;
                    sum_flag <= 1;
                    cqrt_a <= b;
                    mul_start <= 1;
                    cqrt_start <= 1;
                    state <= WORK;
                end
            WORK:
                begin
                    mul_start <= 0;
                    cqrt_start <= 0;
                    state <= WORK_1;
                end
            WORK_1:
                begin
                    if (~mul_busy && ~cqrt_busy) begin
                        sum_a <= mul_out;
                        sum_b <= cqrt_out << 1;
                        sum_flag <= 0;
                        state <= WORK_2;
                    end
                end
            WORK_2:
                begin
                    out <= sum_out_w;
                    state <= IDLE;
                end
        endcase
    end
endmodule
```

## design/flow/run.sh

```bash
#!/bin/bash
# OpenROAD 26Q1-2900-gdf79404cd8, Yosys 0.63+post, stock flow scripts
make -C /OpenROAD-flow-scripts/flow DESIGN_CONFIG=/design/flow/config.mk WORK_HOME=/design/flow/orfs finish
```

==> results.sh <==
# flow metrics
export IMPL_worstSetupPathType="reg2reg"
export IMPL_setup_ws_ns=1.50
export IMPL_drc_errors=0
export IMPL_routed_wl_um=28500
export IMPL_ctsResizeCount=0
export IMPL_ir_worst_vdd_mv=0.221
export IMPL_ys_area_um2=11700
export IMPL_startpoint_type="flip-flop"
export IMPL_post_drt_wl_per_cell_um=17.9
export IMPL_io_pins=36
export IMPL_seq_area_um2=5780
export IMPL_cts_tree="yes"
export IMPL_drv_slew=0
export IMPL_crit_required_ns=6.16
export IMPL_p_leak_nw=4.75
export IMPL_fp_util=0.406
export IMPL_ys_seq_elements=219
export IMPL_postCtsHoldBufs=0
export IMPL_vias=8874
export IMPL_setup_viol=0
export IMPL_grt_ovfl_total=0
export IMPL_viasPerCell=5.57
export IMPL_yosys_warnings=6
export IMPL_rr_endpoint="cqrt.b[13]"
export IMPL_fin_util=0.462
export IMPL_hold_violations=0
export IMPL_syn_cell_area_um2=11700
export IMPL_grt_use_total=0.203
export IMPL_numCtsBuffers=25
export IMPL_r2r_start="sum_flag"
export IMPL_maxCapViolations=0
export IMPL_hold_path_class="reg2reg"
export IMPL_grt_pass1_wl_um=45800
export IMPL_cts_htree_levels=1
export IMPL_postSynth_asyncResetShare=0
export IMPL_finalCritPeriodShare=0.746
export IMPL_die_height_um=173
export IMPL_drtPass1Iterations=7
export IMPL_synth_cell_types=73
export IMPL_area_growth_syn_to_layout_pct=13.8
export IMPL_fill_cells=2636
export IMPL_die_w_um=173
export IMPL_fin_skew_ns=0.0144
export IMPL_dp_worst_setup_slack_ns=1.57
export IMPL_synth_area_per_cell_um2=9.91
export IMPL_worst_hold_path_num_cells=0
export IMPL_p_per_area_nw_per_um2=320
export IMPL_max_freq_mhz=227
export IMPL_mostFrequentLayoutCells="edfxtp_1 (139), nand2_1 (130), nor2_1 (121)"
export IMPL_hp_start="mult.y[9]"
export IMPL_flop_cell="edfxtp_1"
export IMPL_drive_above_1_share=0.0860
export IMPL_antenna_found_initial=0
export IMPL_ant_nets=0
export IMPL_whs_endpoint="sum_a[9]"
export IMPL_hold_ws_ns=0.427
export IMPL_worstSkewPairLatency_ns=0.52
export IMPL_worstPathArrival_ns=4.66
export IMPL_cts_setup_buffers=0
export IMPL_grt_setup_unrepaired="no"
export IMPL_synth_stat_cells=1176
export IMPL_grt_pass1_vias=8390
export IMPL_warnings=33
export IMPL_io_buffer_count=35
export IMPL_diodes=0
export IMPL_regToRegSetupSlack_ns=1.50
export IMPL_comb_area_um2=5490
export IMPL_clkTransAtPathRegs_ns=0.06
export IMPL_max_slew_margin=0.394
export IMPL_root_buffer="clkbuf_16"
export IMPL_fin_crit_ns=4.40
export IMPL_core_region_area_um2=28700
export IMPL_syn_instance_count=1176
export IMPL_yosysTopAreaCellShare=0.358
export IMPL_worstPathMaxFanout=24
export IMPL_max_slew_worst_pin_slew_ns=0.908
export IMPL_place_congestion=0.941
export IMPL_synth_edff_count=139
export IMPL_clock_sinks=219
export IMPL_rows=62
export IMPL_hpwlAfterDp_um=20200
export IMPL_drt_iter0_markers=828
export IMPL_crit_start="sum_flag"
export IMPL_clk_path_buf_depth=3
export IMPL_area_leaders="edfxtp_1 (36%), dfxtp_1 (14%), ha_1 (5.4%)"
export IMPL_r2r_cells=12
export IMPL_tns_ns=0
export IMPL_layout_top_cell="edfxtp_1"
export IMPL_dieArea_um2=29800
export IMPL_yosysSeqAreaShare=0.495
export IMPL_top_area_cell="edfxtp_1"
export IMPL_grt_start_max_net_pins=55
export IMPL_status="finished clean"
export IMPL_cp_end_kind="flip-flop"
==> metrics by stage <==
step	cell area, um2	total power [mW]	instances
floorplan	11700	2.41	1176
CTS	13300	4.28	1593
detailed placement	12400	2.68	1548
global route	13300	4.46	1593
finish	13300	4.25	1593
global placement	12400	2.67	1548
==> layer usage <==
layer | routed length, um | GRT usage
met5 | 0 | 0
met4 | 731 | 0.0468
met3 | 2430 | 0.0619
met2 | 12200 | 0.290
met1 | 13200 | 0.318
==> cell usage after synthesis, types with 18 or more instances <==
cell type  number
dfxtp_1        80
mux2i_1        37
xnor2_1        18
nor2_1        121
nor2b_1        18
inv_1          40
mux2_2         18
nand2_1       130
nor3b_1        20
ha_1           50
a211oi_1       18
o21ai_0        49
nand3_1        23
nor3_1         25
clkbuf_1       54
edfxtp_1      139
a21oi_1        96
==> worst max path at each step <==
| stage | slack (ns) | end | cells past startpoint |
|---|---|---|---|
| finish | 1.50 | cqrt.b[13] | 12 |
| global route | 1.24 | cqrt.b[13] | 12 |
| CTS | 1.55 | cqrt.b[13] | 12 |
==> report_power, final <==
part / internal [mW] / switching [mW] / total (mW)
clock: 0.987 / 0.603 / 1.59
combinational: 0.318 / 0.506 / 0.824
sequential: 1.74 / 0.0942 / 1.83
==> state kept, by name, indices dropped and copies added (netlist names), 8 cells and up <==
register            count
sum_a                  16
cqrt.y                  8
mul_a                   8
cqrt.x                  8
cqrt.s                  8
out                    16
cqrt.sum_a              8
cqrt.mult.part_res      8
cqrt_a                  8
cqrt.sum_b              8
cqrt.mult_a             8
cqrt.b                 32
mult.y                 16
mult.part_res          16
cqrt.mult_b             8
cqrt.mult.y             8
cqrt.tmp                8
==> logic make-up after synthesis <==
kind of cell / share of synthesized area
xor+xnor: 0.0188
buf+inv: 0.0355
simple gates: 0.175
compound gates: 0.159
mux: 0.0569
fa+ha+maj: 0.0588
flops: 0.495
==> critical path: stages, from the launching register on <==
cell and delay [ns]:
edfxtp_1 0.92, mux2_2 0.42, ha_1 0.22, fa_1 0.42, a21o_1 0.23, a21oi_1 0.17, xor2_1 0.63, inv_1 0.20
a21o_1 0.22, o211ai_1 0.24, o21a_1 0.19, a2bb2oi_1 0.22, nor3_1 0.06
==> area by class of cell <==
cell class,instances,share of cell area
flip-flops and latches,219,0.435
multi-input cells,847,0.414
clock buffers,32,0.0514
repair buffers,58,0.0392
well taps,384,0.0362
clock inverters,13,0.0126
inverters,40,0.0113
No activity file was given, so power comes from the tool's default toggle rates.
